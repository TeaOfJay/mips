**config.mk**
```make
export PLATFORM = sky130hd
export DESIGN_NAME = cache_fill_FSM
export DESIGN_NICKNAME = cache_fill_FSM
export VERILOG_FILES = /design/flow/design.v
export SDC_FILE = /design/flow/constraint.sdc
export NUM_CORES = 4
export LEC_CHECK = 1
export CORE_AREA = 10 10 85 85
export DIE_AREA = 0 0 95 95
```
**constraint.sdc**
```tcl
current_design cache_fill_FSM

set clk_period 4.0
set clk_io_pct 0.2

create_clock -name clk0 -period $clk_period [get_ports {clk}]

set non_clock_inputs [all_inputs -no_clocks]
set_input_delay [expr $clk_period * $clk_io_pct] -clock clk0 $non_clock_inputs
set_output_delay [expr $clk_period * $clk_io_pct] -clock clk0 [all_outputs]
```
**design.v**
```verilog
module CLA_16bit(input [15:0] In1, input [15:0] In2, input cin, output [15:0] Sum, output Ov);
	wire g0, g1, g2, g3, p0, p1, p2, p3, c0, c1, c2, c3, cout0, cout1, cout2, cout3;
	wire [3:0] sum0, sum1, sum2, sum3;
	wire [15:0] Int_Sum;
	CLA_4bit CLA0(.In1(In1[3:0]), .In2(In2[3:0]), .cin(c0), .Out(Int_Sum[3:0]), .Prop(p0), .Gen(g0), .cout(cout0));
	CLA_4bit CLA1(.In1(In1[7:4]), .In2(In2[7:4]), .cin(c1), .Out(Int_Sum[7:4]), .Prop(p1), .Gen(g1), .cout(cout1));
	CLA_4bit CLA2(.In1(In1[11:8]), .In2(In2[11:8]), .cin(c2), .Out(Int_Sum[11:8]), .Prop(p2), .Gen(g2), .cout(cout2));
	CLA_4bit CLA3(.In1(In1[15:12]), .In2(In2[15:12]), .cin(c3), .Out(Int_Sum[15:12]), .Prop(p3), .Gen(g3), .cout(cout3));
	assign c0 = cin;
  	assign c1 = g0 | (p0 & c0);
    	assign c2 = g1 | (p1 & g0) | (p1 & p0 & c0);
   	assign c3 = g2 | (p2 & g1) | (p2 & p1 & g0) | (p2 & p1 & p0 & c0);
  	assign Ov = (In1[15] & In2[15] & (~Int_Sum[15]))	? 1 :
		    ((~In1[15]) & (~In2[15]) & (Int_Sum[15]))	? 1 : 0;
	assign Sum = (In1[15] & In2[15] & (~Int_Sum[15]))	? 16'h8000 :
		     ((~In1[15]) & (~In2[15]) & (Int_Sum[15]))	? 16'h7FFF : Int_Sum;
endmodule
module CLA_4bit(input [3:0] In1, input [3:0] In2, input cin, output [3:0] Out, output Prop, output Gen, output cout);
    	wire g0, g1, g2, g3, p0, p1, p2, p3, c0, c1, c2, c3;
	and a0(g0, In1[0], In2[0]);
	and a1(g1, In1[1], In2[1]);
	and a2(g2, In1[2], In2[2]);
	and a3(g3, In1[3], In2[3]);
	xor x0(p0, In1[0], In2[0]);
	xor x1(p1, In1[1], In2[1]);
	xor x2(p2, In1[2], In2[2]);
	xor x3(p3, In1[3], In2[3]);
    	assign c0 = cin;
  	assign c1 = g0 | (p0 & c0);
    	assign c2 = g1 | (p1 & g0) | (p1 & p0 & c0);
   	assign c3 = g2 | (p2 & g1) | (p2 & p1 & g0) | (p2 & p1 & p0 & c0);
  	assign cout = g3 | (p3 & g2) | (p3 & p2 & g1) | (p3 & p2 & p1 & g0) |(p3 & p2 & p1 & p0 & c0);
	xor sum_x0(Out[0], p0, c0);
	xor sum_x1(Out[1], p1, c1);
	xor sum_x2(Out[2], p2, c2);
	xor sum_x3(Out[3], p3, c3);
    	assign Prop = p3 & p2 & p1 & p0;
    	assign Gen = g3 | (p3 & g2) | (p3 & p2 & g1) | (p3 & p2 & p1 & g0);
endmodule
module cache_fill_FSM(clk, rst_n, miss_detected, miss_address, fsm_busy, write_data_array, write_tag_array,memory_address, memory_data, memory_data_valid);
input clk, rst_n;
input miss_detected;  
input [15:0] miss_address;  
output fsm_busy;  
output write_data_array;  
output write_tag_array;  
output [15:0] memory_address;  
input [15:0] memory_data;  
input memory_data_valid;  
wire old_miss_detected;
wire next_state, cur_state;  
wire add_chunk;  
wire prop, gen, cout;   
wire cout2;   
wire new_fsm_busy;  
wire new_write_tag_array;  
wire [3:0] chunks_received, new_chunks_received, d_new_chunks_received;  
wire [15:0] new_memory_address;  
wire [15:0] fsm_address_inc;  
dff dff_state(.clk(clk), .rst(~rst_n), .wen(1'b1), .d(next_state), .q(cur_state));  
assign next_state = ((!cur_state) & (miss_detected)) 		? 1'b1 :
		    (cur_state & (chunks_received == 4'b1000))	? 1'b0 :
								  cur_state;
CLA_16bit address_inc(.In1(memory_address), .In2(16'h0002), .cin(1'b0), .Sum(fsm_address_inc), .Ov(cout2));
dff_16bit dff_memory_address(.clk(clk), .rst(~rst_n), .wen(1'b1), .d(new_memory_address), .q(memory_address));
CLA_4bit chunks(.In1(chunks_received), .In2(4'b0000), .cin(add_chunk), .Out(new_chunks_received), .Prop(prop), .Gen(gen), .cout(cout));  
assign d_new_chunks_received = (fsm_busy) ? new_chunks_received : 4'h0;
dff_4bit dff_chunks(.clk(clk), .rst(~rst_n), .wen(1'b1), .d(d_new_chunks_received), .q(chunks_received));
assign new_add_chunk = (cur_state & memory_data_valid);  
dff dff_add_chunk(.clk(clk), .rst(~rst_n), .wen(1'b1), .d(new_add_chunk), .q(add_chunk));
assign write_data_array = add_chunk;  
dff dff_miss(.clk(clk), .rst(~rst_n), .wen(1'b1), .d(miss_detected), .q(old_miss_detected));
assign new_memory_address = (next_state) ? fsm_address_inc : miss_address;  
assign fsm_busy = (!cur_state & next_state) ? 1'b1 :  
		  (cur_state & next_state)  ? 1'b1 :  1'b0;  
assign new_write_tag_array = (cur_state & !next_state);  
dff dff_write_tag_array(.clk(clk), .rst(~rst_n), .wen(1'b1), .d(new_write_tag_array), .q(write_tag_array));
endmodule
module dff (q, d, wen, clk, rst);
    output         q;  
    input          d;  
    input 	   wen;  
    input          clk;  
    input          rst;  
    reg            state;
    assign q = state;
    always @(posedge clk) begin
      state = rst ? 0 : (wen ? d : state);
    end
endmodule
module dff_16bit(output [15:0] q, input [15:0] d, input wen, input clk, input rst);
dff dff0(.q(q[0]), .d(d[0]), .wen(wen), .clk(clk), .rst(rst));
dff dff1(.q(q[1]), .d(d[1]), .wen(wen), .clk(clk), .rst(rst));
dff dff2(.q(q[2]), .d(d[2]), .wen(wen), .clk(clk), .rst(rst));
dff dff3(.q(q[3]), .d(d[3]), .wen(wen), .clk(clk), .rst(rst));
dff dff4(.q(q[4]), .d(d[4]), .wen(wen), .clk(clk), .rst(rst));
dff dff5(.q(q[5]), .d(d[5]), .wen(wen), .clk(clk), .rst(rst));
dff dff6(.q(q[6]), .d(d[6]), .wen(wen), .clk(clk), .rst(rst));
dff dff7(.q(q[7]), .d(d[7]), .wen(wen), .clk(clk), .rst(rst));
dff dff8(.q(q[8]), .d(d[8]), .wen(wen), .clk(clk), .rst(rst));
dff dff9(.q(q[9]), .d(d[9]), .wen(wen), .clk(clk), .rst(rst));
dff dff10(.q(q[10]), .d(d[10]), .wen(wen), .clk(clk), .rst(rst));
dff dff11(.q(q[11]), .d(d[11]), .wen(wen), .clk(clk), .rst(rst));
dff dff12(.q(q[12]), .d(d[12]), .wen(wen), .clk(clk), .rst(rst));
dff dff13(.q(q[13]), .d(d[13]), .wen(wen), .clk(clk), .rst(rst));
dff dff14(.q(q[14]), .d(d[14]), .wen(wen), .clk(clk), .rst(rst));
dff dff15(.q(q[15]), .d(d[15]), .wen(wen), .clk(clk), .rst(rst));
endmodule
module dff_4bit(output [3:0] q, input [3:0] d, input wen, input clk, input rst);
dff dff0(.q(q[0]), .d(d[0]), .wen(wen), .clk(clk), .rst(rst));
dff dff1(.q(q[1]), .d(d[1]), .wen(wen), .clk(clk), .rst(rst));
dff dff2(.q(q[2]), .d(d[2]), .wen(wen), .clk(clk), .rst(rst));
dff dff3(.q(q[3]), .d(d[3]), .wen(wen), .clk(clk), .rst(rst));
endmodule
```
**run.sh**
```bash
#!/bin/bash
# OpenROAD 26Q1-2900-gdf79404cd8, Yosys 0.63+post, stock flow scripts
make -C /OpenROAD-flow-scripts/flow DESIGN_CONFIG=/design/flow/config.mk WORK_HOME=/design/flow/orfs finish
```
==> flow_summary_export.csv <==
group,metric,value,unit
routing,num_antenna_cells,0,
clock_network,cts_buffer_depth,2,
job,cap_violations,0,
routing,drc,0,
worst_setup_path,setup.worst_path.class,"input port to output pin",
worst_setup_path,start_kind,"input port",
logic_synthesis,ys_cells,131,
logic_synthesis,mux_share,0,%
finish,fill_cells,590,
clock_network,clk_pin_slew_worst_paths,90,ps
final_timing,fmax,0.362,GHz
worst_setup_path,slowest_delay,490,ps
logic_synthesis,simple_gate_share,15.6,%
global_routing,grt_pass1_wl,4.78,mm
final_timing,finalSetupViolations,0,
worst_setup_path,crit_slowest_cell,"clkdlybuf4s50_1",
worst_setup_path,end_kind,"output pin",
floorplanning,io_pins,55,
final_timing,finalHoldViolCount,0,
logic_synthesis,flop_cell,"dfxtp_1",
final_timing,fin_crit,2760,ps
global_routing,grt_overflow,0,
final_timing,skew,3.21,ps
clock_network,post_cts_resized,0,
worst_setup_path,path_buffers,2,
logic_synthesis,synthTopCellsByArea,"dfxtp_1 (39%), buf_4 (10%), a31oi_1 (7.4%), o21ai_0 (6.3%), xnor2_1 (5.2%)",
floorplanning,die_h,95,µm
logic_synthesis,synth_cell_types,29,
logic_synthesis,yosys_area,1180,µm²
routing,routed_wl,2.95,mm
logic_synthesis,syn_inst,131,
finish,area_delta_synth_final,32.1,%
routing,vias_per_cell,4.22,
clock_network,root_buffer,"clkbuf_8",
logic_synthesis,top_area_cell,"dfxtp_1",
floorplanning,fp_util,21.7,%
routing,drt_first_pass_iters,4,
logic_synthesis,async_flop_share,0,%
routing,vias,946,
finish,drive_above_1_share,7.89,%
routing,drt_iter0_markers,35,
global_routing,track_usage,6.52,%
logic_synthesis,yosys.cell_count.top_type,"dfxtp_1",
clock_network,cts.htree.levels,1,
clock_network,cts_sinks,23,
worst_hold_path,min_path_type,"flip-flop to flip-flop",
global_routing,antenna_found_initial,0,
logic_synthesis,netlist.area_leader.share,38.9,%
worst_setup_path,cp.arrival,1960,ps
final_timing,holdWs,472,ps
floorplanning,rows,27,
power,vdd_ir_drop_max,0.110,mV
routing,routedWlPerCell,13.2,µm
final_timing,setup_tns,0,ps
clock_network,cts_setup_buffers,0,
worst_setup_path,crit_fanout,2,
logic_synthesis,syn_area,1180,µm²
finish,mi_logic_area,547,µm²
power,power,493,µW
logic_synthesis,topCombFamilyByArea,"AND-OR/OR-AND gates",
worst_setup_path,critical-path-top-delay-family,"buffers and inverters",
clock_network,cts_hold_buffers,0,
global_routing,grt_pass1_vias,972,
clock_network,clk_latency,260,ps
place,dp_cells,220,
clock_network,cts_tree,"built",
finish,seq_area,460,µm²
power,p_per_area,315,nW/µm²
final_timing,finalCritPeriodShare,69.0,%
run_status,outcome,"finished, final reports clean",
worst_setup_path,critical_path_required,3200,ps
logic_synthesis,yosys.area_share.xor_xnor,8.13,%
final_timing,worst_pin_slew,653,ps
job,warnings,41,
worst_setup_path,cp_common_cell,"clkdlybuf4s50_1",
final_timing,max_slew_margin,56.3,%
floorplanning,core_area,5470,µm²
routing,ant_nets,0,
logic_synthesis,yosysWarnings,2,
place,place_congestion,0.777,
logic_synthesis,yosys.area_share.adder,4.22,%
logic_synthesis,compound_area_share,18.2,%
logic_synthesis,synthTopCellsByCount,"dfxtp_1 (23), buf_4 (16), o21ai_0 (15), a31oi_1 (14), inv_1 (9)",
logic_synthesis,ys_seq_share,38.9,%
place,port_buffers,38,
place,hpwl,2.22,mm
floorplanning,chip_area,9030,µm²
final_timing,rsz0062_at_grt,"false",
logic_synthesis,edf_count,0,
clock_network,numCtsBuffers,3,
finish,instances_no_fill,224,
power,p_leak,0.584,nW
logic_synthesis,avgSynthCellArea,9.04,µm²
global_routing,grt_max_degree,35,
final_timing,final_max_slew_viol_count,0,
floorplanning,die_width,95,µm
logic_synthesis,ys.flops,23,
worst_setup_path,path_cells,"clkdlybuf4s50_1 -> nor2_1 -> a21oi_2 -> clkdlybuf4s50_1",
-- cell type report --
cell class,instances,area share [%]
Clock buffer,3,2.64
Clock inverter,1,0.320
Multi-Input combinational cell,77,34.9
Timing Repair Buffer,39,24.8
Tap cell,72,5.76
Inverter,9,2.16
Sequential cell,23,29.4
-- worst paths after layout --
check                                                  start                                         end  slack [ps]  depth (start not counted)
setup reg to reg    dff_memory_address.dff1.state$_SDFF_PN0_    dff_memory_address.dff4.state$_SDFF_PN0_        2250                          4
setup / recovery                               miss_detected                                    fsm_busy        1240                          4
hold / removal    dff_memory_address.dff0.state$_SDFFE_PN0P_  dff_memory_address.dff0.state$_SDFFE_PN0P_         470                          2
hold reg to reg   dff_memory_address.dff0.state$_SDFFE_PN0P_  dff_memory_address.dff0.state$_SDFFE_PN0P_         470                          2
-- layer usage --
metal  part of all wire (%)  track usage, %  vias to the layer above
met5                      0               0                        -
li1                       -               -                      488
met2                     45            10.5                       19
met3                    7.1            2.16                        2
met1                     47            8.65                      437
met4                   0.58           0.623                        0
-- placed cells by master, fill, tap and decap left out, types with 2 or more instances in the layout --
cell type,synthesis,routed
xor2_1,4,4
clkbuf_8,0,3
o21ai_0,15,15
inv_1,9,9
xnor2_1,7,7
nand2_1,4,4
nor2_1,5,5
nor3_1,2,2
clkdlybuf4s50_1,0,38
a31oi_1,14,14
ha_1,4,4
dfxtp_1,23,23
nand3_1,4,4
and3_1,4,4
-- metrics by stage --
stage	cell area, µm²	setup WS [ps]	utilization (%)
after floorplan	1180	1880	-
final	1570	1240	28.6
after global placement	1520	1210	27.8
after detailed placement	1520	1220	27.8
after CTS	1570	1210	28.6
after global routing	1570	1200	28.6
-- worst register-to-register path, stage by stage (launching register included) --
cell      delay, ps
dfxtp_1         410
nand3_2         190
nor4_4          360
nand4b_2        430
a31oi_1         290
-- power breakdown --
group          leakage (nW)  switching (mW)  total [mW]  internal, mW
Sequential            0.190          0.0168       0.261         0.244
Clock                0.0255          0.0772       0.147        0.0695
Combinational         0.369          0.0290      0.0854        0.0565
Total                 0.584           0.123       0.493         0.370
-- cell families (layout without fill, tap and decap cells) --
family	Yosys count	in the layout
AND-OR/OR-AND	35	35
adder cells (fa/ha/maj)	4	4
AND/OR/NAND/NOR	27	27
buffers and inverters	31	52
XOR/XNOR	11	11
flip-flops	23	23
Power figures rest on the tool's default switching activity, not on a simulated workload.
