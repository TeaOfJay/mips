==> design/flow/constraint.sdc <==
current_design ALU

set clk_period 4.1
set clk_io_pct 0.2

create_clock -name clk0 -period $clk_period

set non_clock_inputs [all_inputs -no_clocks]
set_input_delay [expr $clk_period * $clk_io_pct] -clock clk0 $non_clock_inputs
set_output_delay [expr $clk_period * $clk_io_pct] -clock clk0 [all_outputs]
==> design/flow/config.mk <==
export PLATFORM = sky130hd
export DESIGN_NAME = ALU
export DESIGN_NICKNAME = ALU
export VERILOG_FILES = /design/flow/design.v
export SDC_FILE = /design/flow/constraint.sdc
export NUM_CORES = 4
export LEC_CHECK = 1
export CORE_AREA = 10 10 70 70
export DIE_AREA = 0 0 80 80
==> design/flow/run.sh <==
#!/bin/bash
# OpenROAD 26Q1-2900-gdf79404cd8, Yosys 0.63+post, stock flow scripts
make -C /OpenROAD-flow-scripts/flow DESIGN_CONFIG=/design/flow/config.mk WORK_HOME=/design/flow/orfs finish
==> design/flow/design.v <==
module ALU(ALU_Out,Error,ALU_In1,ALU_In2,Opcode);
input signed [3:0] ALU_In1,ALU_In2;		 
input [1:0] Opcode;				 
output signed [3:0] ALU_Out;			 
output Error;					 
wire signed [3:0] sum;
wire ovfl;
addsub_4bit A0(.Sum(sum), .Ovfl(ovfl), .A(ALU_In1), .B(ALU_In2), .sub(Opcode[0]));
assign Error = (Opcode[1]) ? 0 : ovfl;  
assign ALU_Out = (Opcode == 2'b00) ? sum :
		 (Opcode == 2'b01) ? sum :
		 (Opcode == 2'b10) ? ~(ALU_In1 & ALU_In2) :
				    ALU_In1 ^ ALU_In2;
endmodule 
module FA(A, B, CI, S, CO);
input A, B, CI;
output S, CO;
wire w0, w1, w2;
xor xor1(w0, A, B);
xor xor2(S, CI, w0);
and and1(w1, A, B);
and and2(w2, w0, CI);
or or1(CO, w1, w2);
endmodule
module addsub_4bit(Sum, Ovfl, A, B, sub);
input signed [3:0] A, B;  
input sub;  
output signed [3:0] Sum;  
output Ovfl;  
wire signed [3:0] B_Comp;
wire cout0, cout1, cout2, cout3;
assign B_Comp = (sub) ? (~B) + 1 : B;  
FA A0(.A(A[0]), .B(B_Comp[0]), .CI(1'b0), .S(Sum[0]), .CO(cout0));
FA A1(.A(A[1]), .B(B_Comp[1]), .CI(cout0), .S(Sum[1]), .CO(cout1));
FA A2(.A(A[2]), .B(B_Comp[2]), .CI(cout1), .S(Sum[2]), .CO(cout2));
FA A3(.A(A[3]), .B(B_Comp[3]), .CI(cout2), .S(Sum[3]), .CO(cout3));
assign both_pos = ~A[3] & ~B_Comp[3];	 
assign both_neg = A[3] & B[3];
assign Ovfl = (both_pos & Sum[3] & ~sub) || (both_neg & ~Sum[3] & ~sub) || (~A[3] & B[3] & sub & Sum[3]) || (A[3] & ~B[3] & sub & ~Sum[3]);
endmodule
==> metrics.txt <==
# HELP chip_impl_metric Metrics from one implementation run
# TYPE chip_impl_metric gauge
chip_impl_metric{name="grt_pass1_vias",unit=""} 338
chip_impl_metric{name="finalMaxSlewViolations",unit=""} 0
chip_impl_metric{name="share_of_final_layout_standard_cells_stronger_than_drive_strength_1",unit="%"} 28.8
chip_impl_metric{name="peak_supply_drop",unit="V"} 0.0000223
chip_impl_metric{name="design.die.area",unit="mm²"} 0.00640
chip_impl_info{name="criticalPathCategory",value="primary input to output port"} 1
chip_impl_metric{name="final-instance-count-excl-fill",unit=""} 105
chip_impl_metric{name="upper_clock_frequency_limit",unit="GHz"} 0.252
chip_impl_metric{name="yosysCellCount",unit=""} 40
chip_impl_info{name="top_cells_by_area",value="sky130_fd_sc_hd__ha_1 (31%), sky130_fd_sc_hd__fa_1 (13%), sky130_fd_sc_hd__inv_1 (8.2%), sky130_fd_sc_hd__mux4_2 (7.0%), sky130_fd_sc_hd__a21oi_1 (6.3%)"} 1
chip_impl_metric{name="adder_share",unit="%"} 43.8
chip_impl_metric{name="synth.lib_cells_used.distinct",unit=""} 16
chip_impl_metric{name="critPathRequiredTime",unit="ns"} 3.28
chip_impl_metric{name="final.min_clock_period",unit="ns"} 3.96
chip_impl_metric{name="yosys-mux-area-fraction",unit="%"} 10.2
chip_impl_metric{name="initCoreUtil",unit="%"} 9.38
chip_impl_info{name="rsz0062_at_grt",value="no"} 1
chip_impl_metric{name="num-fill-cells",unit=""} 383
chip_impl_metric{name="ys_sh_aoi",unit="%"} 15.6
chip_impl_info{name="commonest_cells_in_the_synthesized_netlist",value="sky130_fd_sc_hd__ha_1 (8), sky130_fd_sc_hd__inv_1 (7), sky130_fd_sc_hd__a21oi_1 (4)"} 1
chip_impl_metric{name="grt_start_max_net_pins",unit=""} 7
chip_impl_metric{name="seq_cell_count",unit=""} 0
chip_impl_metric{name="hold_viol_final",unit=""} 0
chip_impl_metric{name="synth-warning-count",unit=""} 4
chip_impl_metric{name="post-route-util",unit="%"} 16.8
chip_impl_metric{name="layout_stage_area_growth_over_the_synthesis_result",unit="%"} 79.3
chip_impl_metric{name="vias_post_dr",unit=""} 316
chip_impl_info{name="outcome",value="completed"} 1
chip_impl_metric{name="post_synth.cell_area_avg",unit="µm²"} 8.01
chip_impl_info{name="critical_path.startpoint",value="ALU_In1[0]"} 1
chip_impl_info{name="min_delay_src",value="ALU_In2[0]"} 1
chip_impl_metric{name="warning_count",unit=""} 34
chip_impl_metric{name="regArea",unit="µm²"} 0
chip_impl_metric{name="num-clock-buffers",unit=""} 0
chip_impl_info{name="end_kind",value="output port"} 1
chip_impl_metric{name="top_cell_area_share",unit="%"} 31.3
chip_impl_info{name="largest_area_cell",value="sky130_fd_sc_hd__ha_1"} 1
chip_impl_metric{name="worstMarginPinSlew",unit="ns"} 0.236
chip_impl_info{name="worstSetupStartpointType",value="primary input"} 1
chip_impl_metric{name="die.size.x",unit="µm"} 80
chip_impl_metric{name="hpwl",unit="µm"} 824
chip_impl_metric{name="drtPass1Iterations",unit=""} 2
chip_impl_metric{name="antenna_violating_nets_post_route",unit=""} 0
chip_impl_metric{name="path_max_fanout",unit=""} 2
chip_impl_metric{name="numPortBuffers",unit=""} 15
chip_impl_metric{name="placed_insts",unit=""} 105
chip_impl_metric{name="cap_viol_max_count",unit=""} 0
chip_impl_metric{name="grt_util_all_layers",unit="%"} 2.90
chip_impl_metric{name="post_synth_xor_area_fraction",unit="%"} 8.20
chip_impl_metric{name="synthSimpleGateAreaFrac",unit="%"} 12.5
chip_impl_metric{name="wire_per_inst",unit="µm"} 8.66
chip_impl_metric{name="gr-total-overflow",unit=""} 0
chip_impl_metric{name="rows",unit=""} 21
chip_impl_info{name="most_repeated_cell_in_the_gate_level_netlist_after_synthesis",value="sky130_fd_sc_hd__ha_1"} 1
chip_impl_metric{name="slew_headroom",unit="%"} 84.2
chip_impl_metric{name="leakage",unit="nW"} 0.253
chip_impl_metric{name="io-pin-count",unit=""} 15
chip_impl_metric{name="total_setup_violations_reported_at_the_end_of_the_flow",unit=""} 0
chip_impl_metric{name="grt_antenna_before_repair",unit=""} 0
chip_impl_metric{name="fin_crit_sh",unit="%"} 96.7
chip_impl_metric{name="wire_length_of_the_first_global_routing_pass",unit="µm"} 1530
chip_impl_metric{name="floorplan.die.height",unit="µm"} 80
chip_impl_metric{name="arrival",unit="ns"} 3.14
chip_impl_metric{name="route.detailed.drc",unit=""} 0
chip_impl_metric{name="insertedDiodeCount",unit=""} 0
chip_impl_metric{name="area_figure_in_the_yosys_stat_output",unit="µm²"} 320
chip_impl_metric{name="finalWeightedCongestion",unit=""} 0.761
chip_impl_metric{name="post_cts_hold_buffer_count",unit=""} 0
chip_impl_metric{name="power-per-cell-area",unit="mW/mm²"} 120
chip_impl_info{name="logic_family",value="adder cells"} 1
chip_impl_metric{name="core",unit="mm²"} 0.00342
chip_impl_metric{name="share_of_the_yosys_chip_area_belonging_to_registers",unit="%"} 0
chip_impl_metric{name="route.detailed.vias_per_inst",unit=""} 3.01
chip_impl_metric{name="mapped_area",unit="µm²"} 320
chip_impl_metric{name="post_synth_inst_count",unit=""} 40
chip_impl_metric{name="routed_wl",unit="µm"} 909
chip_impl_metric{name="drt_first_iter_violations",unit=""} 4
chip_impl_info{name="worstHoldPathType",value="primary input to output port"} 1
## critical path: stages
cell and delay (ns):
sky130_fd_sc_hd__clkdlybuf4s50_1 0.46, sky130_fd_sc_hd__ha_2 0.19, sky130_fd_sc_hd__fa_2 0.20, sky130_fd_sc_hd__inv_2 0.04, sky130_fd_sc_hd__fa_2 0.36, sky130_fd_sc_hd__xor2_2 0.19
sky130_fd_sc_hd__mux4_2 0.51, sky130_fd_sc_hd__and2_4 0.14, sky130_fd_sc_hd__dlygate4sd2_1 0.23
## worst paths after layout
kind	slack, ns	endpoint	cells past startpoint
setup / recovery	0.14	Error	9
hold / removal	2.50	ALU_Out[0]	5
## power by group
part	total, W	switching, W	internal, W
registers	0	0	0
logic	0.0000687	0.0000265	0.0000422
clock network	0	0	0
## metrics by stage
step                      area [µm²]  TNS, ns  worst slack [ns]  power [W]  hold WS [ns]
after floorplan                  320        0             0.523  0.0000291          1.66
final                            574        0             0.136  0.0000687          2.50
after global placement           561   -0.644            -0.526  0.0000644          2.70
after global routing             574        0           0.00661  0.0000773          2.57
after detailed placement         561   -0.705            -0.553  0.0000650          2.69
after CTS                        577        0            0.0365  0.0000698          2.57
## layer usage
metal	GRT usage [%]	part of all wire, %	vias up
met5	0	0	-
met2	4.41	42	10
met1	4.06	47	135
met4	0	0	0
met3	1.02	11	0
li1	-	-	171
## final cells by class
cell class | count | area, µm² | area share, %
multi-input combinational | 32 | 315 | 54.9
timing repair buffer | 20 | 175 | 30.5
tap | 46 | 57.6 | 10.0
inverter | 7 | 26.3 | 4.58
## what timing repair did
item,CTS,global route
cloned,0,0
setup endpoints to repair,3,1
buffers inserted,0,0
pin swaps,5,4
gates resized,15,4
## cell usage in the layout (no fill, tap or decap), drive strengths merged
master	n
a21oi	4
and2	1
buf	6
clkbuf	1
clkdlybuf4s50	11
dlygate4sd2	2
fa	2
ha	8
inv	7
mux2i	1
mux4	1
nand2	2
nand2b	2
nor2	2
nor2b	1
o21ai	3
o31ai	2
xnor2	2
xor2	1
## logic make-up (layout without fill, tap and decap cells)
family	after synthesis	after routing
AND/OR/NAND/NOR	8	8
buffers and inverters	8	27
multiplexers	2	2
adder cells (fa/ha/maj)	10	10
AND-OR/OR-AND	9	9
XOR/XNOR	3	3
Power figures rest on the tool's default switching activity, not on a simulated workload.
